==> design/flow/design.v <==
module counter(
	input clk,start,
	input [9:0]max,
	output reg stop,
	output reg[9:0]count
);
always@(posedge clk or negedge start) begin
	if (~start) begin
		count = 10'b0;
		stop = 0;
	end
	else begin
		if(count == max-1)begin
			stop = 1;
		end
		else begin
			count++;
		end
	end
end
endmodule
==> design/flow/run.sh <==
#!/bin/bash
# OpenROAD 26Q1-2900-gdf79404cd8, Yosys 0.63+post, stock flow scripts
make -C /OpenROAD-flow-scripts/flow DESIGN_CONFIG=/design/flow/config.mk WORK_HOME=/design/flow/orfs finish
==> design/flow/config.mk <==
export PLATFORM = sky130hd
export DESIGN_NAME = counter
export DESIGN_NICKNAME = counter
export VERILOG_FILES = /design/flow/design.v
export SDC_FILE = /design/flow/constraint.sdc
export NUM_CORES = 4
export LEC_CHECK = 1
export CORE_AREA = 10 10 94 94
export DIE_AREA = 0 0 104 104
==> design/flow/constraint.sdc <==
current_design counter

set clk_period 4.7
set clk_io_pct 0.2

create_clock -name clk0 -period $clk_period [get_ports {clk}]

set non_clock_inputs [all_inputs -no_clocks]
set_input_delay [expr $clk_period * $clk_io_pct] -clock clk0 $non_clock_inputs
set_output_delay [expr $clk_period * $clk_io_pct] -clock clk0 [all_outputs]
==> results_slide.txt <==
Implementation Results

Job
  – Total tool warning count: 25
  – Max-cap viol count: 0

Placed design
  – HPWL after DPL: 1930 um
  – Port Buffers: 22
  – RD Place Congestion: 0.719

Yosys
  – Cell type with the largest total area: dfrtp_1
  – Count of library flops with an enable pin: 0
  – Commonest cells post-synth: 16 x xnor2_1, 11 x dfrtp_1, 7 x inv_1, 7 x nand2_1, 6 x nand4_1
  – Synth warn: 1
  – Complex Gates by Area: 11.3%
  – Cell area after synthesis: 862 um^2
  – Post-synth area from yosys stat: 862 um^2
  – Post-synth regs: 11
  – Cell total in the yosys stat output: 93
  – Adders+Majority by Area: 2.90%
  – Main logic family after synthesis: simple AND/OR/NAND/NOR gates
  – Cells after Synth: 93
  – Seq/Total Area, Yosys: 31.9%
  – Mux frac, synth: 2.47%
  – XORs/XNORs by Area: 21.3%
  – Post-synth top area share: 31.9%
  – Biggest area cells: dfrtp_1 32%, xnor2_1 16%, xor2_1 5.1%
  – Distinct lib cells: 36
  – Synth top cell by count: xnor2_1
  – Main flop type: dfrtp_1
  – Avg Synthesized Cell Area: 9.27 um^2
  – Basic Gates by Area: 24.2%
  – Asr flop ratio synth: 100%

Outcome
  – Status: completed

Floorplan
  – Die width: 104 um
  – IO Pins: 23
  – Std-Cell Rows: 30
  – Floorplan core area: 6830 um^2
  – Fp_density: 12.6%
  – Total die size: 10800 um^2
  – Die height: 104 um

Drt
  – Final WL: 2370 um
  – DRT Pass-1 Iters: 4
  – DRC viols: 0
  – Antenna cells: 0
  – DR vias: 718
  – Avg WL per Cell: 11.2 um
  – Final ANT Viol Nets: 0
  – Via/cell ratio: 3.40
  – Iteration-0 DRC count of the detailed router: 40

Setup path
  – Critical Path Max Stage Delay: 610 ps
  – Crit-path max FO: 11
  – Setup crit end kind: flop
  – Kind of critical path: in2reg
  – Worst Path Required: 4810 ps
  – Slowest CP cell: clkdlybuf4s50_1
  – Crit start category: input pin
  – CP Cell Sequence: clkdlybuf4s50_1 > inv_1 > ha_1 > or2b_1 > o211a_1 > o31ai_1 > nand4_1 > a2111o_1 > mux2_2
  – Critical Path AT: 3460 ps

STA
  – Max Clock Freq: 299 MHz
  – RSZ-0062 raised after global routing: no
  – Setup Viol. Count Final: 0
  – Max_slew headroom: 67.4%
  – Cycle use final: 71.1%
  – Final Max Slew Viols: 0
  – Minimum clock period: 3340 ps
  – Sum Neg Setup Slack: 0 ps
  – Setup Skew: 0.522 ps
  – Worst slew pin tran: 487 ps
  – Hold_ws: 481 ps
  – Final hold violations: 0

Pwr
  – Pleak: 0.448 nW
  – Largest vdd supply drop: 0.107 mV
  – Power Total: 0.500 mW
  – PD cells: 409 nW/um^2

Global routing
  – Pin count of the biggest net entering global routing: 12
  – Antenna violations before repair: 0
  – Vias in the first global route: 722
  – First-pass GRT wire length: 3910 um
  – Global route overflow: 0
  – Global router's overall resource usage: 4.36%

CTS
  – Total CTS buffers: 3
  – Post-cts resize count: 0
  – CTS tree: yes
  – H-tree depth: 1
  – Clk Latency, worst-skew pair: 230 ps
  – Clock Path Buffers: 2
  – Hold_buf cts: 0
  – Setup Buffers After CTS: 0
  – CTS sink cnt: 11
  – Root Buffer Master: clkbuf_8
  – Clock transition at the registers of the reported paths: 50 ps

Cells and area
  – Logic area: 537 um^2
  – FF+latch area: 275 um^2
  – FILL cells: 772
  – Area Growth Syn to Fin: 41.9%
  – Proportion of layout cells with a drive suffix above 1: 8.70%

Worst hold path
  – Min-Delay Path Class: reg2reg
==> power by group <==
| group | switching, mW | internal, mW |
|---|---|---|
| logic | 0.0729 | 0.143 |
| clock network | 0.0310 | 0.0592 |
| registers | 0.0651 | 0.129 |
| total | 0.169 | 0.331 |
==> stage by stage <==
| step | worst slack (ps) | area (um^2) | instances | util, % |
|---|---|---|---|---|
| floorplan | 1860 | 862 | 93 | - |
| global route | 1210 | 1220 | 211 | 17.9 |
| detailed placement | 1140 | 1180 | 207 | 17.3 |
| global placement | 1190 | 1180 | 207 | 17.3 |
| CTS | 1370 | 1220 | 211 | 17.9 |
| finish | 1360 | 1220 | 211 | 17.9 |
==> placed cells by master (no fill, tap or decap), types with 2 or more instances in the layout <==
cell and instances:
nor3_1 4, clkbuf_8 3, clkdlybuf4s50_1 22, xor2_1 5
a21oi_1 2, inv_1 7, nor2_1 4, xnor2_1 16
or2b_1 2, and3_1 2, nand4_1 6, dfrtp_1 11
nand2_1 7, ha_1 2
==> routing by layer <==
metal | vias to the layer above | GRT usage (%) | share of wire (%)
met1 | 332 | 5.79 | 46
li1 | 370 | - | -
met3 | 0 | 1.44 | 5.7
met5 | - | 0 | 0
met2 | 16 | 6.94 | 48
met4 | 0 | 0.497 | 0
==> state kept, by name, indices dropped and copies added (netlist names) <==
signal  flops
stop        1
count      10
==> worst max-delay path, delay by kind of cell <==
family	cells	cell delay, ps
fa+ha+maj	1	290
compound gates	3	840
simple gates	2	370
buf+inv	2	680
mux	1	330
==> final timing paths <==
check	cells past startpoint	start	to	slack, ps
min in group asynchronous	1	start	count[3]	1040
max in group asynchronous	1	start	count[9]	3330
max	9	max[0]	count[1]	1360
max reg2reg	6	count[8]	count[1]	2420
min reg2reg	1	stop	stop	480
min	1	stop	stop	480
==> cell type report <==
| type | count | area share [%] |
|---|---|---|
| Timing Repair Buffer | 22 | 18.0 |
| Clock buffer | 4 | 3.68 |
| Multi-Input combinational cell | 71 | 43.9 |
| Inverter | 7 | 2.15 |
| Tap cell | 96 | 9.82 |
| Sequential cell | 11 | 22.5 |
==> cell families after synthesis <==
group / after synthesis
AND-OR/OR-AND: 12
XOR/XNOR: 21
adder cells (fa/ha/maj): 2
buffers and inverters: 11
flip-flops: 11
multiplexers: 2
AND/OR/NAND/NOR: 34
Power and IR drop assume default switching activity.
