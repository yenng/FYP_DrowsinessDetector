### run.sh
#!/bin/bash
# OpenROAD 26Q1-2900-gdf79404cd8, Yosys 0.63+post, stock flow scripts
make -C /OpenROAD-flow-scripts/flow DESIGN_CONFIG=/design/flow/config.mk WORK_HOME=/design/flow/orfs finish
### config.mk
export PLATFORM = sky130hd
export DESIGN_NAME = ActivationFunc
export DESIGN_NICKNAME = ActivationFunc
export VERILOG_FILES = /design/flow/design.v
export SDC_FILE = /design/flow/constraint.sdc
export NUM_CORES = 4
export LEC_CHECK = 1
export CORE_UTILIZATION = 40
### design.v
module ActivationFunc(
	input  signed [9:0]in,
	output reg [9:0]out
	);
reg signed[9:0] in_abs;
reg [9:0] out_T;
always@(*) begin
	in_abs = in[9] ? -in : in;
	out_T = (in*1000/(1+in_abs)+1000)/2;
	end 
assign out = out_T[9:0];
endmodule 
### constraint.sdc
current_design ActivationFunc

set clk_period 64.1
set clk_io_pct 0.2

create_clock -name clk0 -period $clk_period

set non_clock_inputs [all_inputs -no_clocks]
set_input_delay [expr $clk_period * $clk_io_pct] -clock clk0 $non_clock_inputs
set_output_delay [expr $clk_period * $clk_io_pct] -clock clk0 [all_outputs]
==> impl_metrics.json <==
{
  "max_slew.worst_pin.slew_ps": 1270,
  "timing.critical_path.buf_inv": 43,
  "dp_hpwl_mm": 125,
  "synth.yosys.num_cells": 4775,
  "ys_seq_share_pct": 0,
  "core_util_floorplan_pct": 40.6,
  "timing.slew.headroom_pct": 14.5,
  "hold_path_depth": 10,
  "finalWeightedCongestion": 1.08,
  "core_area_um2": 80900,
  "ys_warn_count": 2,
  "synthToLayoutAreaGrowth_pct": 74.6,
  "critical_path.max_stage_delay_ps": 560,
  "detailedRoute.firstIterationViolations": 2536,
  "vias_per_cell": 5.43,
  "grt_util_met3_pct": 3.31,
  "antenna_violating_nets_post_route": 0,
  "die_width_um": 289,
  "chipArea_um2": 83300,
  "worstSetupPathType": "in -> out",
  "final_worst_path_period_need_ps": 88480,
  "openroad.warnings": 52,
  "min_to": "out[0]",
  "min_from": "in[0]",
  "drtPass1Iterations": 5,
  "sequential_cell_area_um2": 0,
  "gr-usage-met2_pct": 58.2,
  "gr-usage-met1_pct": 45.6,
  "number_of_inserted_diodes": 0,
  "antenna_violations_before_repair": 4,
  "violations": "negative setup slack",
  "cap_viol_max_count": 0,
  "n_sequential_cell": 0,
  "synthesized_area_um2": 32900,
  "yosysUniqueCellTypes": 118,
  "number_of_vias_after_detailed_routing": 45110,
  "crit_path_max_fanout": 10,
  "fin_ws_ps": -24380,
  "synthCells": 4775,
  "postSynthAreaPerCell_um2": 6.88,
  "routed_wire_length_per_instance_um": 18.2,
  "timing.critical_path.required_ps": 51280,
  "synth.yosys.chip_area_um2": 32900,
  "layout.clock_buffers": 0,
  "final-max-slew-violation-count": 0,
  "io-pin-count": 20,
  "grt_start_max_net_pins": 24,
  "layout-drive-gt1-share_pct": 44.1,
  "placement.io_buffers": 20,
  "globalRoute.totalOverflow": 0,
  "grt_busiest_layer": "met2",
  "cts_hold_buffers": 0,
  "worstHoldPathType": "in -> out",
  "grtUsageTotal_pct": 34.7,
  "critPathSlowestCell": "or4b_4",
  "critical_path.top_delay_family": "AND-OR/OR-AND gates",
  "vias_in_the_first_global_route": 40666,
  "critPathLaunchType": "primary input",
  "timing.critical_path.arrival_ps": 75660,
  "grt_pass1_wl_mm": 222,
  "crit_top_cell": "a21o_1",
  "unrepaired_setup_endpoints_after_global_routing": "yes",
  "core_rows": 104,
  "finalHoldViolCount": 0,
  "totalWireLength_mm": 151,
  "worstSetupEndpointType": "output port",
  "post-route-drc-count": 0,
  "fin_util_pct": 70.9,
  "finalSetupViolCount": 10,
  "achievable-frequency_mhz": 11.3,
  "die_height_um": 289,
  "outcome": "complete, but fails checks",
  "period_used_pct": 138
}
==> synth_stat cells (19+ instances only) <==
library cell	count	area share [%]
inv_1	256	2.9
nor2_1	462	5.3
clkbuf_1	96	1.1
nand4_1	53	1.0
xor2_1	150	4.0
or2_2	45	0.86
or3_1	61	1.2
buf_1	19	0.22
nand2_1	439	5.0
o21bai_1	48	1.1
a21o_1	208	4.8
mux2_2	69	2.4
nor2b_1	71	1.4
o31a_1	22	0.59
nand2b_1	66	1.3
o211ai_1	46	1.1
xnor2_1	230	6.1
o21ai_1	42	0.64
ha_1	586	22
a21oi_1	385	5.9
nand3_1	109	1.7
a31oi_1	73	1.4
fa_1	34	2.1
o21ai_0	254	3.9
nor3_1	181	2.8
and3_1	43	0.82
o31ai_1	35	0.80
a211oi_1	54	1.2
o21a_1	156	3.6
nor4_1	26	0.49
mux2i_1	29	0.88
and2_1	30	0.57
==> metrics by stage <==
| step | cell area (um2) | std cells | TNS [ps] | worst slack [ps] | hold slack [ps] |
|---|---|---|---|---|---|
| after floorplan | 35800 | 5037 | -232390 | -23570 | 26400 |
| after global placement | 52300 | 8122 | -275150 | -27770 | 27480 |
| after detailed placement | 52300 | 8122 | -280240 | -28310 | 27450 |
| after CTS | 53100 | 8157 | -254690 | -25830 | 27460 |
| after global routing | 57400 | 8308 | -267390 | -27250 | 27520 |
| final | 57400 | 8308 | -239240 | -24380 | 27540 |
==> cell families after synthesis <==
family	after synthesis	share of synthesized area, %
AOI/OAI and AO/OA	1601	32.9
xor gates and xnor gates	382	10.2
adders and majority gates	620	24.4
buffers and inverters	399	4.70
muxes	100	3.33
other	2	0.0228
and+or+nand+nor	1671	24.4
==> layout by cell type (no fill, tap or decap), types with 49 or more instances in the layout <==
cell      instances
a21oi_2         109
ha_1            476
ha_4             89
o21ai_0         178
nand3_1          86
nand2b_1         63
buf_6            58
nor2_1          416
nand2_1         407
o21ai_1          67
a31oi_1          49
o21a_1          151
nor2b_1          61
xor2_1          148
conb_1          264
a21o_1          204
or3_1            54
o21ai_2          50
inv_1           237
a21oi_1         264
nand4_1          53
xnor2_1         218
buf_4          2240
nor3_1          156
==> metal layers <==
layer	up-vias	routed length [um]
met5	-	13
met4	2	8490
met3	361	9000
met2	1352	69000
met1	20958	64900
li1	22437	-
==> worst max-delay path by stage <==
stage | slack, ps | startpoint | end | cells past startpoint
finish | -24380 | in[1] | out[9] | 336
CTS | -25830 | in[3] | out[9] | 345
global route | -27250 | in[5] | out[9] | 345
==> cell type report <==
| type | count | area, um2 |
|---|---|---|
| tap | 1060 | 1330 |
| timing repair buffer | 2346 | 18200 |
| inverter | 264 | 1010 |
| fill | 6189 | 23500 |
| multi-input combinational | 4638 | 36900 |
==> repair_timing <==
item	CTS	global route
gates cloned	0	4
buffers inserted	35	148
pin swaps	55	360
resized	113	680
endpoints found under the setup margin	10	10
